File: design/flow/run.sh
#!/bin/bash
# OpenROAD 26Q1-2900-gdf79404cd8, Yosys 0.63+post, stock flow scripts
make -C /OpenROAD-flow-scripts/flow DESIGN_CONFIG=/design/flow/config.mk WORK_HOME=/design/flow/orfs finish
File: design/flow/config.mk
export PLATFORM = sky130hd
export DESIGN_NAME = neuron_layer
export DESIGN_NICKNAME = neuron_layer
export VERILOG_FILES = /design/flow/design.v
export SDC_FILE = /design/flow/constraint.sdc
export NUM_CORES = 4
export LEC_CHECK = 1
export CORE_UTILIZATION = 30
File: design/flow/constraint.sdc
current_design neuron_layer

set clk_period 4.9
set clk_io_pct 0.2

create_clock -name clk0 -period $clk_period [get_ports {clk}]

set non_clock_inputs [all_inputs -no_clocks]
set_input_delay [expr $clk_period * $clk_io_pct] -clock clk0 $non_clock_inputs
set_output_delay [expr $clk_period * $clk_io_pct] -clock clk0 [all_outputs]
File: design/flow/design.v
module neuron
#(
	SIZE = 8,
	ADDR_SIZE = 3
)
(
	input [SIZE-1:0] in,
	input [SIZE-1:0] set_weight,
	input [ADDR_SIZE-1:0] set_addr,
	input swr, clk,
	output reg out
);
	reg [7:0] weight [SIZE-1:0];
	always @ (posedge clk)
		if (swr==1)
			weight[set_addr] <= set_weight;
	reg [7:0] mul [SIZE-1:0];
	reg [7:0] sum;
	integer i;
	always @ (posedge clk) begin
		if (swr==0)
			for (i=0; i<SIZE; i=i+1)
				mul[i] <= weight[i] * in[i];
			sum <= mul[0]+mul[1]+mul[2]+mul[3]+mul[4]+mul[5]+mul[6]+mul[7];
			if (sum > 8'b10000000)
				out <= 1'b1;
			else
				out <= 1'b0;
	end
	initial begin
		weight[0] = 8'b11101010;
		weight[1] = 8'b00000110;
		weight[2] = 8'b00000001;
		weight[3] = 8'b00000010;
		weight[4] = 8'b00101010;
		weight[5] = 8'b00011111;
		weight[6] = 8'b00000001;
		weight[7] = 8'b00001010;
	end
endmodule
module neuron_layer
#(
	SIZE = 32
)
(
	input [SIZE-1:0] in,
	input [7:0] set_weight,
	input [2:0] set_addr,
	input swr, clk,
	output out
);
	wire [SIZE-1:0] mid_out;
	genvar i;
	generate
		for (i=0; i<SIZE; i=i+1)
		begin : layer_generation
			neuron neuron_inst(
				.in (in),
				.set_weight (set_weight),
				.set_addr (set_addr),
				.swr (swr),
				.clk (clk),
				.out (mid_out[i])
			);
		end
	endgenerate
	r_neuron r_neuron_inst(
		.in (mid_out),
		.set_weight (set_weight),
		.set_addr (set_addr),
		.swr (swr),
		.clk (clk),
		.out (out)
	);
endmodule
module r_neuron
#(
	SIZE = 32,
	ADDR_SIZE = 5
)
(
	input [SIZE-1:0] in,
	input [SIZE-1:0] set_weight,
	input [ADDR_SIZE-1:0] set_addr,
	input swr, clk,
	output reg out
);
	reg [7:0] weight [SIZE-1:0];
	always @ (posedge clk)
		if (swr==1)
			weight[set_addr] <= set_weight;
	reg [7:0] mul [SIZE-1:0];
	reg [7:0] sum;
	integer i;
	always @ (posedge clk) begin
		if (swr==0)
			for (i=0; i<SIZE; i=i+1)
				mul[i] <= weight[i] * in[i];
			sum <= mul[0]+mul[1]+mul[2]+mul[3]+mul[4]+mul[5]+mul[6]+mul[7]+mul[8]+mul[9]+mul[10]+mul[11]+mul[12]+mul[13]+mul[14]+mul[15]+mul[16]+mul[17]+mul[18]+mul[19]+mul[20]+mul[21]+mul[22]+mul[23]+mul[24]+mul[25]+mul[26]+mul[27]+mul[28]+mul[29]+mul[30]+mul[31];
			if (sum > 8'b10000000)
				out <= 1'b1;
			else
				out <= 1'b0;
	end
	initial begin
		weight[0] = 8'b11101010;
		weight[1] = 8'b00000110;
		weight[2] = 8'b00000001;
		weight[3] = 8'b00000010;
		weight[4] = 8'b00101010;
		weight[5] = 8'b00011111;
		weight[6] = 8'b00000001;
		weight[7] = 8'b00001010;
		weight[8] = 8'b00001010;
		weight[9] = 8'b00000110;
		weight[10] = 8'b00000001;
		weight[11] = 8'b00000010;
		weight[12] = 8'b00000010;
		weight[13] = 8'b00000011;
		weight[14] = 8'b00000001;
		weight[15] = 8'b00001110;
		weight[16] = 8'b00001010;
		weight[17] = 8'b00000110;
		weight[18] = 8'b00000001;
		weight[19] = 8'b00000011;
		weight[20] = 8'b00000011;
		weight[21] = 8'b00000001;
		weight[22] = 8'b00000001;
		weight[23] = 8'b00001011;
		weight[24] = 8'b00001010;
		weight[25] = 8'b00000110;
		weight[26] = 8'b00000001;
		weight[27] = 8'b00000011;
		weight[28] = 8'b00000011;
		weight[29] = 8'b00000001;
		weight[30] = 8'b00000001;
		weight[31] = 8'b00001011;
	end
endmodule
==> metrics.log <==
[report] implementation figures
INFO  metric most-common-layout-cells = 257 x edfxtp_1, 149 x inv_1, 128 x and2_1
INFO  metric postSynthCellCount = around 750
INFO  metric syn_area = 12040 um^2
INFO  metric timing.clock.skew = slightly below 9 ps
INFO  metric cts-hold-fix-buffers = 0
INFO  metric num_io_pins = ~46
INFO  metric clkSinkCount = 275
INFO  metric worst-path-max-fanout = 2
INFO  metric number_of_openroad_warnings = between 50 and 60
INFO  metric worst_setup_hold_path_clk_slew = 60 ps
INFO  metric worst_setup_path_end_kind = flop
INFO  metric rsz0062_at_grt = false
INFO  metric first_pass_grt_wire_length = 29.71 mm
INFO  metric rows = ~73
INFO  metric dr.pass1.iters = 4
INFO  metric critical_path.most_common_cell = inv_1
INFO  metric final_layout_size_suffix_gt1_share = approximately 6.7%
INFO  metric yosys_register_bits = 275
INFO  metric total_wire_length = 18.56 mm
INFO  metric fin_util = 34.87%
INFO  metric finalCriticalPeriod = 4613 ps
INFO  metric clkLatencyLatePin = approximately 530 ps
INFO  metric grt_antenna_before_repair = 0
INFO  metric cts_tree = yes
INFO  metric slowest_delay = 540 ps
INFO  metric hold_class = flop to flop
INFO  metric count_of_final_hold_check_violations = 0
INFO  metric filler_cell_count = 3748
INFO  metric timing.final.max_slew_violations = 0
INFO  metric clock_tree.buffer_depth = 3
INFO  metric setup_violations = 0
INFO  metric cycle_use_final = 94.14%
INFO  metric ant_nets = 0
INFO  metric worst-setup-path-type = flop to flop
INFO  metric power.density = approximately 690 nW/um^2
INFO  metric cts_inserted_buffers = 27
INFO  metric timing.max_cap.violations = 0
INFO  metric dr.max_layer_used = met4
INFO  metric wl_met2 = 9.342 mm
INFO  metric grt_pass1_vias = 5519
INFO  metric worst-r2r-setup-slack = 290 ps
INFO  metric grt_start_max_net_pins = 130
INFO  metric placement.cell_area = 13030 um^2
INFO  metric post-route-cell-area = 13820 um^2
INFO  metric route.vias.total = 5218
INFO  metric timing.critical_path.from_type = flop
INFO  metric post-dp-hpwl = 12.07 mm
INFO  metric seq_share_synth = roughly 67%
INFO  metric cp_data_required_time = roughly 5300 ps
INFO  metric fp.coreArea = 39640 um^2
INFO  metric syn_area_per_cell = 16.09 um^2
INFO  metric drc = 0
INFO  metric crit_path_top_delay_cell = fa_1
INFO  metric area_figure_in_the_yosys_stat_output = 12040 um^2
INFO  metric floorplan.die.width = 202.3 um
INFO  metric insertedDiodeCount = 0
INFO  metric timing.max_slew.rel_slack = 37.85%
INFO  metric rd_place_congestion = 0.7770
INFO  metric effective_utilization_at_floorplan = slightly above 30%
INFO  metric detail_route.wl_per_cell = ~14 um
INFO  metric globalRouteTotalUtil = 10.09%
INFO  metric synth-warning-count = 38
INFO  metric root_buffer = clkbuf_16
INFO  metric routedLengthMet1 = ~7.4 mm
INFO  metric comb_area = 3378 um^2
INFO  metric max_slew.worst_pin.slew = slightly above 900 ps
INFO  metric most_used_logic_cell_in_the_final_layout = edfxtp_1
INFO  metric via_per_inst = ~3.9
INFO  metric cell_chain_critical_path = fa_1, inv_1, fa_1, inv_1, fa_1, inv_1, fa_1, fa_1, inv_1, ha_1, ha_2, inv_1, fa_2, inv_1, a21o_1, a21oi_4, xnor3_1, xnor2_1
INFO  metric port_buffer_count = 21
INFO  metric met3WireLength = 1.434 mm
INFO  metric ir_drop = between 0.7 and 0.8 mV
INFO  metric postCtsSetupRepairBufs = 0
INFO  metric synth_cell_types = 20
INFO  metric timing.fmax = 0.2168 GHz
INFO  metric critPathArrivalTime = 5030 ps
INFO  metric global_route_congestion_overflow_total = 0
INFO  metric synth_stat.cells = 748
INFO  metric drtIter0Drc = 193
INFO  metric cts_h_tree_depth = 1
INFO  metric outcome = finished clean
INFO  metric layout-area-overhead-vs-synth = 14.85%
INFO  metric die_height = 202.3 um
INFO  metric layout.area.seq = 8078 um^2
INFO  metric static-leakage-power = 5.280 nW
INFO  metric die_area = 40930 um^2
-- cell families (layout without fill, tap and decap cells) --
logic type	count (synthesis)	after routing	share of synthesized area (%)
flops	275	275	67.11
buf+inv	158	236	4.927
simple gates	155	155	7.661
fa+ha+maj	114	114	17.03
xor+xnor	35	35	2.661
compound gates	11	11	0.6133
-- metrics by stage --
stage / power (mW) / TNS [ps] / setup slack [ps] / hold slack (ps) / cells
final: 9.507 / 0 / 287.0 / 481.6 / 1351
after global routing: 10.59 / 0 / 6.764 / 519.9 / 1351
after CTS: 9.579 / 0 / 127.0 / 500.3 / 1351
after detailed placement: 7.678 / -19.97 / -19.97 / 496.3 / 1305
after global placement: 7.650 / 0 / 12.56 / 497.1 / 1305
after floorplan: 6.737 / 0 / 210.9 / 406.4 / 748
-- sequential cells by signal, indices dropped and copies added (netlist names) --
signal / flops
layer_generation.neuron_inst.sum: 8
r_neuron_inst.weight: 64
layer_generation.neuron_inst.out: 1
r_neuron_inst.out: 1
layer_generation.neuron_inst.weight: 64
r_neuron_inst.sum: 8
r_neuron_inst.mul: 65
layer_generation.neuron_inst.mul: 64
-- layout make-up --
class	count	area share, %
clock buffer	36	5.132
sequential	275	58.43
clock inverter	10	0.5159
tap	525	4.752
inverter	150	4.091
multi-input combinational	315	24.44
timing repair buffer	40	2.643
-- critical path: cells and delay by family (launching register included) --
kind	cells	cell delay [ps]
flip-flops	1	390
adder cells (fa/ha/maj)	8	3100
XOR/XNOR	2	370
buffers and inverters	6	310
AND-OR/OR-AND	2	320
-- layer usage --
layer / GRT usage [%] / vias up
li1: - / 2549
met1: 13.36 / 2534
met3: 3.757 / 20
met4: 1.638 / 0
met2: 16.81 / 115
met5: 0 / -
-- cells in the mapped netlist --
cell type  count  area, um^2
edfxtp_1     257        7717
inv_1        150       563.0
and2_1       128       800.8
fa_1          83        1662
ha_1          31       387.9
xnor2_1       30       262.8
dfxtp_1       18       360.4
nor2_1        14       52.55
clkbuf_1       8       30.03
nor3_1         6       30.03
a21oi_1        4       20.02
xor2_1         4       35.03
a21o_1         3       22.52
nand2b_1       3       18.77
a21boi_0       2       15.01
nand2_1        2       7.510
nor4_1         2       12.51
a21oi_2        1       8.760
o21bai_1       1       7.510
xnor3_1        1       22.52
-- final timing paths --
kind,start,to,depth (start not counted)
max reg2reg,r_neuron_inst.mul[5][2],r_neuron_inst.sum[7],18
min,layer_generation[0].neuron_inst.sum[7],layer_generation[0].neuron_inst.out,1
min reg2reg,layer_generation[0].neuron_inst.sum[7],layer_generation[0].neuron_inst.out,1
max,r_neuron_inst.mul[5][2],r_neuron_inst.sum[7],18
-- where the power goes --
part | total, mW | internal, mW | switching (mW)
sequential | 3.03 | 2.96 | 0.0717
clock | 1.87 | 1.06 | 0.806
combinational | 4.61 | 2.27 | 2.34
-- timing repair --
action                                  CTS  global route
resized                                   0             3
endpoints found under the setup margin    1             1
gates cloned                              0             0
pin swaps                                 1             7
Power is estimated from default activity; no workload was simulated.
